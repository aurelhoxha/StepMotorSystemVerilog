==> ./design.v <==
`timescale 1ns / 1ps
module clockSlower( input logic clock, 
                    input logic reset,
                    input logic [1:0] motorSpeed, 
                    output reg new_clock
                    );
    int NUMBER = 230000;
    int count = 0;
    always @(posedge clock)
    if( count == NUMBER )
        begin
            count = 0;
            new_clock = 1'b1;
        end
    else if( motorSpeed == 2'b11 )
        begin
            if( NUMBER > 230000 )
                count = 0;
            NUMBER = 230000;
            count = count + 1;
            new_clock = 1'b0;
        end
    else if( motorSpeed == 2'b10 )
            begin
                if(NUMBER > 450000 )
                    count = 0;
                NUMBER = 450000;
                count = count + 1;
                new_clock = 1'b0;
            end
    else if( motorSpeed == 2'b01 )
                begin
                    if(NUMBER > 700000 )
                        count = 0;
                    NUMBER = 700000;
                    count = count + 1;
                    new_clock = 1'b0;
                end
    else if( motorSpeed == 2'b00 )
                    begin
                        new_clock = 1'b0;
                    end
   else
     begin
        count = count + 1;
        new_clock = 1'b0;
      end
endmodule
==> ./run.sh <==
#!/bin/bash
# OpenROAD 26Q1-2900-gdf79404cd8, Yosys 0.63+post, stock flow scripts
make -C /OpenROAD-flow-scripts/flow DESIGN_CONFIG=/design/flow/config.mk WORK_HOME=/design/flow/orfs finish
==> ./config.mk <==
export PLATFORM = sky130hd
export DESIGN_NAME = clockSlower
export DESIGN_NICKNAME = clockSlower
export VERILOG_FILES = /design/flow/design.v
export SDC_FILE = /design/flow/constraint.sdc
export NUM_CORES = 4
export LEC_CHECK = 1
export CORE_UTILIZATION = 30
==> ./constraint.sdc <==
current_design clockSlower

set clk_period 12.2
set clk_io_pct 0.2

create_clock -name clk0 -period $clk_period [get_ports {clock}]

set non_clock_inputs [all_inputs -no_clocks]
set_input_delay [expr $clk_period * $clk_io_pct] -clock clk0 $non_clock_inputs
set_output_delay [expr $clk_period * $clk_io_pct] -clock clk0 [all_outputs]
==> notes.md <==
* 0 — post-detailed-route count of antenna-violating nets
* 26 — tool warnings
* yes — CTS tree
* 841 um2 — FF+latch area
* 0.00867 ns — setup skew after layout
* 796 — filler instances
* 2290 um2 — netlist area before placement
* 3 — count of buffers from port buffering
* false — unrepaired setup endpoints after global routing
* 31 — std cell rows
* 0.437 — Rel. slew slack
* 6.10 ns — minimum clock period after layout
* 114 nW/um2 — PD cells
* 39 — FF+latch count, synth
* 6 — number of enable flip-flop cells
* 0.0000814 W — Switch Pwr
* 7980 um2 — total die size
* 0.0435 mV — Peak VDD IR
* 0.343 — post-layout utilization of the core
* 5890 um — Detailed Route WL
* 0.29 ns — worst-skew pair later-pin latency
* in -> reg — classification of the worst setup path
* 12.42 ns — required arrival time at the worst endpoint
* 7290 um2 — placeable core region
* 0 — maxcap violations
* 4020 um — post-detailed-placement half-perimeter wirelength
* 0 — antenna fix cells
* 0 — overflow left after global routing
* 167 — DRC violation total after the first TritonRoute iteration
* 0.522 — proportion of power drawn by flip-flops and latches
* 0 — count of endpoints failing setup in the final report
* sky130_fd_sc_hd__dfxtp_1 (33), sky130_fd_sc_hd__nand2_1 (29), sky130_fd_sc_hd__nor2_1 (28) — leading cell types in the layout, fill and taps excluded
* 0.314 — FP Core Util
* 10000 um — first-pass GRT wire length
* 39 — total clock sinks
* 0.000204 W — cell-internal power
* 0 — FFs w/ async S/R, synth
* 0.836 ns — transition time at the pin with the least slew margin
* 7.68 um2 — average cell area after synthesis
* flop — kind of end point of the critical path
* 6.32 ns — data arrival time of the worst path
* 0.136 — logic gate share of total power
* 0.0578 — share of final-layout standard cells stronger than drive strength 1
* 0 — Setup Buffers After CTS
* 2 — H-tree depth
* 0.000285 W — post-route total power
* 0 — cts repair resizes
* 0.285 — switching share of power
* 5.58 — routed via count divided by cell count
* 1960 — via count of the first global-routing pass
* 9.25% — area added between synthesis and finish
* completed — result of the run
* input pin — CP Launch Type
* 164 MHz — peak clock frequency supported by timing
* 0.07 ns — Clk pin slew, worst setup/hold paths
* sky130_fd_sc_hd__dfxtp_1 — flip-flop cell with the highest count after synthesis
* sky130_fd_sc_hd__clkbuf_8 — CTS Root Cell
* 2194 — routed via count
* 0.368 — register share after synthesis
* 5 — I/O pin cnt
* 23 — pin count of the biggest net entering global routing
* 0.500 — final worst-path cycle share
* 48 — post-synth cell types
* sky130_fd_sc_hd__dfxtp_1 — most numerous logic cell after layout
* 4 — number of optimization iterations in the first detailed-route pass
* 15.0 um — wire length per cell
* 298 — number of cells in Yosys stat
* 13 — Worst Path Max Fanout
* 0.855 nW — leakage power summed over all cells
* reg -> reg — worst min-delay path class
* 0.840 — weighted congestion at the end of routability-driven global placement
* 8.19 ns — register-to-register path setup slack
* 0 — Final Max Slew Viols
* 0.341 — fraction of power consumed by the clock network
* 89.3 um — DIE HEIGHT
* 89.3 um — horizontal extent of the die
* 1 — yosys warning tally
* 298 — Mapped Cells
* 2290 um2 — synthesis area per yosys
* 0 — total of hold buffers inserted after clock tree synthesis
* 2 — Clock Tree Buf Depth
* 5 — CTS buffer count
* 0 — hold violation count in the final report
* 0 — number of antenna violations at the first check in global routing
* 0.166 — overall fraction of global-route tracks in use
* 1350 um2 — area of the multi-input gates
* 0 ns — Fin Setup TNS
* 0 — DRC violations left
-- layout make-up --
class	count	share of cell area
timing repair buffer	7	0.0240
clock buffer	8	0.0401
inverter	6	0.00901
tap	99	0.0496
sequential	39	0.337
multi-input combinational	234	0.541
-- cell families (layout without fill, tap and decap cells) --
family | after synthesis | after routing | synth area share
fa+ha+maj | 1 | 1 | 0.00547
simple gates | 143 | 143 | 0.339
xor+xnor | 5 | 5 | 0.0192
flops | 39 | 39 | 0.368
compound gates | 85 | 85 | 0.228
buf+inv | 25 | 21 | 0.0416
-- per-layer routing --
layer	wire [um]	global-route usage	vias to the layer above	share of wire
li1	-	-	1109	-
met1	3050	0.264	1039	0.52
met2	2580	0.259	41	0.44
met3	224	0.0169	5	0.038
met4	27	0.0130	0	0.0046
met5	0	0	-	0
-- synthesized netlist by cell type, types with 6 or more instances --
| library cell | number | area (um2) |
|---|---|---|
| sky130_fd_sc_hd__dfxtp_1 | 33 | 661 |
| sky130_fd_sc_hd__edfxtp_1 | 6 | 180 |
| sky130_fd_sc_hd__nand3_1 | 13 | 65.1 |
| sky130_fd_sc_hd__nor4_1 | 7 | 43.8 |
| sky130_fd_sc_hd__and3_1 | 8 | 50.1 |
| sky130_fd_sc_hd__o21ai_0 | 23 | 115 |
| sky130_fd_sc_hd__nand2_1 | 29 | 109 |
| sky130_fd_sc_hd__or3_1 | 7 | 43.8 |
| sky130_fd_sc_hd__nor2_1 | 28 | 105 |
| sky130_fd_sc_hd__a31oi_1 | 8 | 50.1 |
| sky130_fd_sc_hd__clkbuf_1 | 18 | 67.6 |
| sky130_fd_sc_hd__a21oi_1 | 26 | 130 |
| sky130_fd_sc_hd__inv_1 | 6 | 22.5 |
| sky130_fd_sc_hd__nand4_1 | 13 | 81.3 |
| sky130_fd_sc_hd__nor3_1 | 12 | 60.1 |
-- registers in the layout, summed over array words and instances, names as in the netlist --
signal and cells:
NUMBER 6, new_clock 1, count 32
-- worst paths after layout --
| check | end | cells after the start | start |
|---|---|---|---|
| setup reg to reg | count[26] | 11 | NUMBER[14] |
| hold reg to reg | count[31] | 2 | count[31] |
| setup / recovery | count[26] | 12 | motorSpeed[0] |
| hold / removal | count[31] | 2 | count[31] |
-- power groups by stage --
| stage | sequential (W) | clock (W) | combinational, W |
|---|---|---|---|
| after CTS | 0.000149 | 0.000100 | 0.0000388 |
| after global routing | 0.000151 | 0.000108 | 0.0000440 |
| final | 0.000149 | 0.0000974 | 0.0000389 |
-- critical path, stage by stage --
cell and delay (ns):
sky130_fd_sc_hd__clkdlybuf4s50_1 0.53, sky130_fd_sc_hd__a22o_1 0.23, sky130_fd_sc_hd__a211oi_1 0.39, sky130_fd_sc_hd__or2_2 0.37, sky130_fd_sc_hd__and2_1 0.18, sky130_fd_sc_hd__ha_1 0.19, sky130_fd_sc_hd__and3_1 0.28, sky130_fd_sc_hd__o21ai_0 0.34
sky130_fd_sc_hd__nor4_2 0.68, sky130_fd_sc_hd__nand4_1 0.19, sky130_fd_sc_hd__or3_1 0.33, sky130_fd_sc_hd__a21oi_1 0.15
-- per-stage QoR --
step | setup slack, ns | hold slack (ns) | area [um2] | instances
floorplan | 6.91 | 0.459 | 2290 | 298
global placement | 5.91 | 0.483 | 2400 | 385
detailed placement | 5.86 | 0.488 | 2400 | 385
CTS | 6.15 | 0.502 | 2500 | 393
global route | 5.76 | 0.541 | 2500 | 393
finish | 6.10 | 0.502 | 2500 | 393
No activity file was given, so power comes from the tool's default toggle rates.

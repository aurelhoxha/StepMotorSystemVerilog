`./config.mk`:
```
export PLATFORM = sky130hd
export DESIGN_NAME = Merger
export DESIGN_NICKNAME = Merger
export VERILOG_FILES = /design/flow/design.v
export SDC_FILE = /design/flow/constraint.sdc
export NUM_CORES = 4
export LEC_CHECK = 1
export CORE_AREA = 10 10 70 70
export DIE_AREA = 0 0 80 80
```
`./constraint.sdc`:
```
current_design Merger

set clk_period 1.7
set clk_io_pct 0.2

create_clock -name clk0 -period $clk_period [get_ports {clock}]

set non_clock_inputs [all_inputs -no_clocks]
set_input_delay [expr $clk_period * $clk_io_pct] -clock clk0 $non_clock_inputs
set_output_delay [expr $clk_period * $clk_io_pct] -clock clk0 [all_outputs]
```
`./design.v`:
```
`timescale 1ns / 1ps
module Merger( input logic clock,
               input logic reset,
               input logic enable,
               input logic direction,
               input logic buttonRight,
               input logic buttonLeft,
               input logic [3:0]switchEnabler,
               input logic [1:0] motorSpeed,
               output logic [3:0]switchEnable,
               output logic [6:0]segments,
               output logic [3:0] lights,
               output logic [1:0] rightLeft
             );
   wire temporary;
   fsmLogic    test2(.clock(clock), .reset(reset), .enable(enable), .direction(direction), .lights(lights));
   buttonsConfig test3(.buttonRight(buttonRight), .buttonLeft(buttonLeft),.rightLeft(rightLeft));
   sevenSegmentImplementation testi(.switchEnabler(switchEnabler),.motorSpeed(motorSpeed),.switchEnable(switchEnable),.segments(segments));
endmodule
`timescale 1ns / 1ps
module buttonsConfig(input logic buttonRight,
                      input logic buttonLeft,
                      output logic [1:0] rightLeft
                     );
assign rightLeft[1] = buttonRight;
assign rightLeft[0] = buttonLeft;
endmodule
`timescale 1ns / 1ps
module fsmLogic( input logic clock,
                 input logic reset,
                 input logic enable,
                 input logic direction,
                 output logic [3:0] lights
                 );
logic[3:0] currentState, nextState;
parameter State0 = 4'b1100;
parameter State1 = 4'b0110;
parameter State2 = 4'b0011;
parameter State3 = 4'b1001;
always_ff@( posedge clock, posedge reset )
if( reset )
        currentState <= State0;
else     
        currentState <= nextState;
always_comb
    case(currentState)
        State0:
        begin
                if( enable  == 1'b1 && direction == 1'b1 )
                    nextState = State1;
                else if( enable == 1'b1 && direction == 1'b0 )
                    nextState = State3;
                else
                    nextState = State0;
        end
        State1:
        begin
                if( enable  == 1'b1 && direction == 1'b1 )
                    nextState = State2;
                else if( enable == 1'b1 && direction == 1'b0 )
                    nextState = State0;
                else
                    nextState = State1;
        end
        State2:
        begin
                if( enable  == 1'b1 && direction == 1'b1 )
                    nextState = State3;
                else if( enable == 1'b1 && direction == 1'b0 )
                    nextState = State1;
                else
                    nextState = State2;
        end
        State3:
        begin
                if( enable  == 1'b1 && direction == 1'b1 )
                    nextState = State0;
                else if( enable == 1'b1 && direction == 1'b0 )
                    nextState = State2;
                else
                    nextState = State3;
        end
        default : nextState = State0;
    endcase
always@ (*)
case(currentState)
    State0: begin lights = 4'b1100; end   
    State1: begin lights = 4'b0110; end
    State2: begin lights = 4'b0011; end
    State3: begin lights = 4'b1001; end
    default:begin lights = 4'b1100; end
endcase
endmodule
`timescale 1ns / 1ps
module outputDigitSelector( input logic [ 3:0 ] switchEnabler,
                            output logic[ 3:0 ] switchEnable
                           );
 assign switchEnable[0] = !(  switchEnabler[0] && !switchEnabler[1] && !switchEnabler[2] && !switchEnabler[3]);
 assign switchEnable[1] = !( !switchEnabler[0] &&  switchEnabler[1] && !switchEnabler[2] && !switchEnabler[3]);
 assign switchEnable[2] = !( !switchEnabler[0] && !switchEnabler[1] &&  switchEnabler[2] && !switchEnabler[3]);
 assign switchEnable[3] = !( !switchEnabler[0] && !switchEnabler[1] && !switchEnabler[2] &&  switchEnabler[3]);
endmodule
module numbersToSegment( input logic [1:0] motorSpeed,
                         output logic[6:0] segments );
logic motorSpeed0 = motorSpeed[0];
logic motorSpeed1 = motorSpeed[1];
logic a,b,c,d,e,f,g; 
assign segments[0] = a;
assign segments[1] = b;
assign segments[2] = c;
assign segments[3] = d;
assign segments[4] = e;
assign segments[5] = f;
assign segments[6] = g;
assign a = !( motorSpeed1 | !motorSpeed0 ); 
assign b = !( !motorSpeed1 & !motorSpeed0 | !motorSpeed1 & motorSpeed0 | motorSpeed1 & !motorSpeed0 | motorSpeed1 & motorSpeed0);
assign c = !( !motorSpeed1 | motorSpeed0 );
assign d = !( motorSpeed1 | !motorSpeed0 ); 
assign e = !( !motorSpeed0 );
assign f = !( !motorSpeed1 & !motorSpeed0 );
assign g = !( motorSpeed1 );
endmodule
`timescale 1ns / 1ps
module sevenSegmentImplementation(input logic[3:0] switchEnabler,
                                  input logic[1:0] motorSpeed,
                                  output logic[3:0] switchEnable,
                                  output logic[6:0] segments
                                  );
outputDigitSelector selectTheDigit(.switchEnabler(switchEnabler),.switchEnable(switchEnable));
numbersToSegment showTheNumbers(.motorSpeed(motorSpeed), .segments(segments));
endmodule
```
`./run.sh`:
```
#!/bin/bash
# OpenROAD 26Q1-2900-gdf79404cd8, Yosys 0.63+post, stock flow scripts
make -C /OpenROAD-flow-scripts/flow DESIGN_CONFIG=/design/flow/config.mk WORK_HOME=/design/flow/orfs finish
```
==> flow_summary.json <==
{
  "route.detailed.drc": 0,
  "synth_stat.cells": 43,
  "grt_pass1_vias": 374,
  "clk_pin_slew_ps": 40,
  "final_area_um2": 611,
  "final-hold-violation-count": 0,
  "io_pins": 29,
  "routedWlPerCell_um": 8.77,
  "synth_cell_types": 15,
  "vias": 334,
  "largest_reg_flops": 4,
  "outcome": "finished clean",
  "cts_tree": "yes",
  "min_period_ps": 1650,
  "firstDrtPassIters": 1,
  "report.final.slew_viol_count": 0,
  "maxCapViolations": 0,
  "core_um2": 3420,
  "cts_sinks": 4,
  "rsz0062_at_grt": "no",
  "tool_warnings": 25,
  "layout.area.comb_um2": 168,
  "fp_util": 0.103,
  "power_density_nw_per_um2": 699,
  "yosysWarnings": 2,
  "cp-end-kind": "output pin",
  "num_antenna_cells": 0,
  "drtAntennaViolNets": 0,
  "yosys-stat-area_um2": 350,
  "die_w_um": 80,
  "final_layout_top_logic_cells": "15 x clkdlybuf4s50_1, 8 x dlygate4sd2_1, 6 x nor2_1",
  "tns_ps": 0,
  "ys_ff": 4,
  "hold_path.class": "in -> async",
  "max_freq_mhz": 604,
  "viasPerCell": 3.06,
  "avgSynthCellArea_um2": 8.15,
  "antenna_found_initial": 0,
  "cp.arrival_ps": 1310,
  "finClkSkew_ps": 5.55,
  "grt-ovfl-total": 0,
  "ir_drop_mv": 0.153,
  "wl_um": 956,
  "cp-start-kind": "primary input",
  "seqCellArea_um2": 101,
  "cts_root_buf": "clkbuf_4",
  "clockBufferDepth": 2,
  "p_leak_uw": 0.000246,
  "synth_area_um2": 350,
  "grt_max_degree": 9,
  "die.size.y_um": 80,
  "port_buffers": 23,
  "reg.largest.list": "test2.currentState (4)",
  "fill_cells": 384,
  "top_register": "test2.currentState",
  "setup-violations-final": 0,
  "cp_max_fo": 3,
  "insertion_delay_ps": 240,
  "die-area_um2": 6400,
  "crit_type": "in -> out",
  "synthCells": 43,
  "row_count": 21,
  "total_power_uw": 427,
  "fin_crit_sh": 0.973,
  "required_ps": 1360,
  "cts_hold_buffers": 0,
  "h-tree-depth": 1,
  "syn_to_final_growth_pct": 74.3,
  "drt_iter0_drc": 0,
  "drive_gt1_frac": 0.175,
  "layout.cells.most_common": "clkdlybuf4s50_1",
  "ys_seq_share": 0.289,
  "hpwl_um": 772,
  "postPlaceCellArea_um2": 554,
  "cts_made_buffers": 3,
  "track_usage": 0.0274,
  "gp_congestion": 0.745,
  "grt_pass1_wl_um": 1420
}
## synthesized netlist by cell type
cell	instances	area, um2
conb_1	1	3.75
dfstp_2	1	26.3
or2_2	1	6.26
dfrtp_1	3	75.1
nor2_1	7	26.3
nor2b_1	1	6.26
inv_1	2	7.51
mux2i_1	4	40.0
buf_6	1	11.3
nand2b_1	2	12.5
nand3b_1	4	30.0
buf_4	9	67.6
or2_1	2	12.5
a21oi_1	4	20.0
clkbuf_2	1	5.00
## repair_timing
action,in CTS,in global routing
setup endpoints to repair,10,2
gates resized,10,1
setup buffers,4,0
pin swaps,2,1
## where the power goes
group / switching [uW] / internal [uW]
clock network: 41.5 / 88.2
registers: 14.0 / 123
logic: 56.3 / 104
## routing by layer
layer,wire [um],vias to the layer above,track usage
li1,-,169,-
met1,374,133,0.0267
met5,0,-,0
met2,279,26,0.0337
met3,277,6,0.0341
met4,24,0,0.0106
## per-stage QoR
step	worst slack, ps	hold slack [ps]	util	instances
finish	45.3	281	0.179	109
global route	15.8	280	0.179	109
CTS	37.4	279	0.178	109
detailed placement	-141	494	0.162	101
global placement	-139	485	0.162	101
floorplan	633	105	-	43
## final timing paths
kind / start / to / slack [ps] / cells after the start
hold / removal: reset / test2.currentState[2] / 280 / 2
min in group clk0: test2.currentState[0] / test2.currentState[0] / 500 / 2
max in group asynchronous: reset / test2.currentState[0] / 1190 / 2
setup reg to reg: test2.currentState[3] / test2.currentState[2] / 720 / 4
setup / recovery: motorSpeed[1] / segments[5] / 50 / 3
hold reg to reg: test2.currentState[0] / test2.currentState[0] / 500 / 2
## worst max-delay path, cell delays in order
cell and delay (ps):
dlygate4sd2_1 270, or2_2 290, clkdlybuf4s50_1 410
## area by class of cell
class / instances / share of cell area
repair buffers: 27 / 0.410
multi-input cells: 26 / 0.275
flip-flops and latches: 4 / 0.166
well taps: 46 / 0.0943
clock buffers: 4 / 0.0430
inverters: 2 / 0.0123
## cell families (layout without fill, tap and decap cells)
logic type	after synthesis	count (layout)	synth area share
AND/OR/NAND/NOR	17	17	0.268
buffers and inverters	13	33	0.261
AND-OR/OR-AND	4	4	0.0571
multiplexers	4	4	0.114
flip-flops	4	4	0.289
other	1	1	0.0107
No activity file was given, so power comes from the tool's default toggle rates.
